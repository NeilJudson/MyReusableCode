**flow/design.v**
```verilog
`timescale 1ns / 1ps
module shift_register_gai #(
    parameter SHIFT_TABS = 4,
    parameter DATA_WIDTH = 16
	)
	(
    i_clk       ,
    i_shift_en  ,
    i_data_in   ,
    o_data_out
    );
    input					i_clk       ;
    input					i_shift_en  ;
    input [DATA_WIDTH-1:0]	i_data_in   ;
    output[DATA_WIDTH-1:0]	o_data_out  ;
    wire	[DATA_WIDTH-1:0] data_in,data_out;
    reg		[SHIFT_TABS-1:0] shift_reg[DATA_WIDTH-1:0];
    assign data_in = i_data_in;
    genvar i;
    generate
        for(i = 0; i < DATA_WIDTH; i = i + 1)
        begin: shfit_out
            always @(posedge i_clk)
                if(i_shift_en == 1'b1)
                    shift_reg[i] <= {shift_reg[i][SHIFT_TABS-2:0], data_in[i]};
            assign data_out[i] = shift_reg[i][SHIFT_TABS-1];
        end
    endgenerate
    assign o_data_out = data_out;
endmodule
```
**flow/run.sh**
```bash
#!/bin/bash
# OpenROAD 26Q1-2900-gdf79404cd8, Yosys 0.63+post, stock flow scripts
make -C /OpenROAD-flow-scripts/flow DESIGN_CONFIG=/design/flow/config.mk WORK_HOME=/design/flow/orfs finish
```
**flow/config.mk**
```make
export PLATFORM = sky130hd
export DESIGN_NAME = shift_register_gai
export DESIGN_NICKNAME = shift_register_gai
export VERILOG_FILES = /design/flow/design.v
export SDC_FILE = /design/flow/constraint.sdc
export NUM_CORES = 4
export LEC_CHECK = 1
export CORE_UTILIZATION = 40
```
**flow/constraint.sdc**
```tcl
current_design shift_register_gai

set clk_period 1.0
set clk_io_pct 0.2

create_clock -name clk0 -period $clk_period [get_ports {i_clk}]

set non_clock_inputs [all_inputs -no_clocks]
set_input_delay [expr $clk_period * $clk_io_pct] -clock clk0 $non_clock_inputs
set_output_delay [expr $clk_period * $clk_io_pct] -clock clk0 [all_outputs]
```
==> job_summary.md <==
### Flow metrics

| Metric | Value |
|---|---|
| Status | complete, no violations |
| Slowest cell on the critical path | edfxtp_1 |
| # Cells Yosys | 80 |
| Routed len/inst | 10.8 um |
| Max-area cell share | 94.1% |
| Die Y | 73.5 um |
| Area delta synth->final | 20.3% |
| Setup Skew | 0.00371 ns |
| Hold slack | 0.367 ns |
| Multi-Input Combinational | 0 |
| Total Wirelength | 1970 um |
| CP delay by family, top | flip-flops |
| Library cells used by synthesis | 2 |
| YS chip area | 2040 um^2 |
| Mux frac, synth | 0% |
| Core ar. | 4820 um^2 |
| PwrDens | 2040 nW/um^2 |
| Period utilization | 99.6% |
| FA/HA/MAJ Cells, Area Fraction | 0% |
| Tool Warnings | 27 |
| RD Place Congestion | 0.660 |
| Largest net degree at the start of global routing | 25 |
| Setup bufs post-CTS | 0 |
| Fmax | 1000 MHz |
| Synth Area in XOR/XNOR | 0% |
| First-pass GRT wire length | 2960 um |
| Setup crit start kind | flip-flop |
| Die area | 5390 um^2 |
| DP HPWL | 1190 um |
| Max reg flops | 64 |
| Min cycle time layout | 0.996 ns |
| Worst Hold Class | input port to flip-flop |
| RSZ-0062 raised after global routing | true |
| Share of cells above drive strength 1 | 25.2% |
| Peak supply drop | 0.000901 V |
| CTS H-tree lvls | 3 |
| Mapped Cells | 80 |
| Switching part of the total | 17.7% |
| Comb power frac | 3.2% |
| Buf+Inv Stages, Crit Path | 1 |
| Seq pwr share | 63.7% |
| ANT cells | 0 |
| Final Max Slew Viols | 0 |
| CP arrival | 0.80 ns |
| Clock sinks | 64 |
| Clk pwr share | 33.1% |
| Worst Path Max Fanout | 1 |
| Initial antenna violation count | 0 |
| Combinational gate area | 0 um^2 |
| Slew headroom | 88.4% |
| Drc violations | 0 |
| Yosys aoi share | 0% |
| Sequential fraction of the synthesis area | 94.1% |
| IO buf count | 33 |
| CP max stage delay | 0.36 ns |
| GR Util All Layers | 8.12% |
| Synth flops | 64 |
| Number of global-route vias before repair | 690 |
| Reg clk slew, reported paths | 0.06 ns |
| Layout filler cell count | 399 |
| Max cap viols | 0 |
| I/O pin cnt | 34 |
| CTS tree | done |
| Remaining antenna violation count | 0 |
| Final setup viols | 0 |
| Largest cells by area | edfxtp_1 (94%), buf_4 (5.9%) |
| Synth warnings | 2 |
| CTS Hold Buffers Added | 0 |
| Number of DRC markers in iteration 0 | 34 |
| Crit path DRT | 0.80 ns |
| Clock Latency Late Sink | 0.32 ns |
| Crit-path cells | buf_2 |
| Die Width | 73.5 um |
| Mapped Area | 2040 um^2 |
| DR vias | 714 |
| Fin. Hold Viols | 0 |
| CTS max path bufs | 2 |
| Row cnt | 25 |
| Synth area leader | edfxtp_1 |
| Leak pwr | 0.857 nW |
| Crit Path Class | flip-flop to primary output |
| Root Driver | clkbuf_8 |
| Internal | 4.13 mW |
| Slew @ Worst Pin | 0.175 ns |
| Drt first pass iters | 4 |
| CTS Buf Count | 9 |
| Simple share | 0% |
| Final Util | 51.0% |
| Via/cell ratio | 3.92 |
| Largest logic family | buffers and inverters |
| Synthesized area per cell | 25.5 um^2 |
| Worst Setup End Kind | primary output |
| Init Core Util | 42.4% |
| Psw | 0.888 mW |
| Grt ovf | 0 |
==> synth_stat cells <==
master     n
buf_4     16
edfxtp_1  64
==> worst paths after layout <==
| check | start | to | slack [ns] | depth (start not counted) |
|---|---|---|---|---|
| hold reg to reg | shift_reg[12][1]$_DFFE_PP_ | shift_reg[12][2]$_DFFE_PP_ | 0.42 | 0 |
| setup reg to reg | shift_reg[8][0]$_DFFE_PP_ | shift_reg[8][1]$_DFFE_PP_ | 0.37 | 0 |
| hold / removal | i_shift_en | shift_reg[2][2]$_DFFE_PP_ | 0.37 | 2 |
| setup / recovery | shift_reg[15][3]$_DFFE_PP_ | o_data_out[15] | 0.004 | 1 |
==> what timing repair did <==
action / CTS / global route
endpoints found under the hold margin: 0 / 0
gates resized: 48 / 0
setup endpoints to repair: 16 / 16
pin swaps: 0 / 0
==> layout by cell type (no fill, tap or decap) <==
| cell type | n |
|---|---|
| clkdlybuf4s50_1 | 16 |
| buf_2 | 17 |
| clkbuf_1 | 4 |
| buf_12 | 3 |
| edfxtp_1 | 64 |
| clkinv_1 | 2 |
| clkbuf_8 | 9 |
==> metal layers <==
metal	routed length, um	vias up	share of wire, %	track usage, %
met5	0	-	0	0
met4	121	0	6.1	3.85
met3	163	10	8.3	4.44
met2	858	30	44	9.99
met1	826	320	42	13.4
li1	-	354	-	-
==> power by group through the flow <==
stage | combinational, mW | clock [mW] | sequential (mW)
CTS | 0.166 | 1.73 | 3.20
global route | 0.175 | 1.83 | 3.21
finish | 0.163 | 1.66 | 3.20
==> cell families after synthesis <==
group                  after synthesis
buffers and inverters               16
flip-flops                          64
==> area by class of cell <==
cell class,instances,area [um^2],area share [%]
clock buffer,13,139,5.65
clock inverter,2,7.51,0.305
sequential,64,1920,78.2
tap,67,83.8,3.41
timing repair buffer,36,305,12.4
==> through the flow <==
stage	cells	worst slack [ns]	area (um^2)	TNS [ns]	total power, mW
6_report	182	0.00357	2460	0	5.02
5_1_grt	182	-0.0455	2460	-0.548	5.22
4_1_cts	182	-0.0281	2460	-0.197	5.09
3_5_place_dp	167	0.0245	2390	0	3.46
3_3_place_gp	167	0.0472	2390	0	3.44
2_1_floorplan	80	0.346	2040	0	3.28
Power figures rest on the tool's default switching activity, not on a simulated workload.
