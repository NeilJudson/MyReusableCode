===== config.mk =====
export PLATFORM = sky130hd
export DESIGN_NAME = shift_register
export DESIGN_NICKNAME = shift_register
export VERILOG_FILES = /design/flow/design.v
export SDC_FILE = /design/flow/constraint.sdc
export NUM_CORES = 4
export LEC_CHECK = 1
export CORE_UTILIZATION = 30

===== constraint.sdc =====
current_design shift_register

set clk_period 1.0
set clk_io_pct 0.2

create_clock -name clk0 -period $clk_period [get_ports {i_clk}]

set non_clock_inputs [all_inputs -no_clocks]
set_input_delay [expr $clk_period * $clk_io_pct] -clock clk0 $non_clock_inputs
set_output_delay [expr $clk_period * $clk_io_pct] -clock clk0 [all_outputs]

===== design.v =====
`timescale 1ns / 1ps
module shift_register #(
	parameter	SHIFT_TABS = 16,
				DATA_WIDTH = 16
	)
	(
	i_clk		,
	i_shift_en	,
	i_data_in	,
	o_data_out
	);
	input						i_clk		;
	input						i_shift_en	;
	input	[DATA_WIDTH-1:0]	i_data_in	;
	output	[DATA_WIDTH-1:0]	o_data_out	;
	wire	[DATA_WIDTH-1:0]	data_in,data_out;
	reg		[SHIFT_TABS-1:0]	shift_reg[DATA_WIDTH-1:0];
	assign data_in = i_data_in;
	genvar i;
	generate
		for(i = 0; i < DATA_WIDTH; i = i + 1) begin
			always @(posedge i_clk) begin
				if(i_shift_en == 1'b1) begin
					shift_reg[i] <= {shift_reg[i][SHIFT_TABS-2:0],data_in[i]};
				end
			end
			assign data_out[i] = shift_reg[i][SHIFT_TABS-1];
		end
	endgenerate
	assign o_data_out = data_out;
endmodule

===== run.sh =====
#!/bin/bash
# OpenROAD 26Q1-2900-gdf79404cd8, Yosys 0.63+post, stock flow scripts
make -C /OpenROAD-flow-scripts/flow DESIGN_CONFIG=/design/flow/config.mk WORK_HOME=/design/flow/orfs finish

==> results.ini <==
[layout]
final_cell_count_no_fill = 673
largest_reg_flops = 256
logic_gate_count = 0
drive_gt1_share_pct = 18.95
areaGrowthSynthToFinish_pct = 19.15
comb_area_um2 = 0

[cts]
cts_tree = built
cts.sinks = 256
cts_buffers = 23
clk_latency_ns = 0.49
cts.path.max_buffers = 3
clk_pin_slew_ns = 0.07
cts_hold_buf = 0
htree_levels = 1
cts-root-buf = clkbuf_16

[floorplanning]
initCoreUtil_pct = 30.83
die_area_mm2 = 0.02667
num_io_pins = 34
core.rowCount = 58
die_width_um = 163.3
die.size.y_um = 163.3
core_area_mm2 = 0.02533

[final_timing]
hold_ws_ns = 0.04101
tightest_slew_ns = 0.1874
hold_violations = 0
fin_setup_tns_ns = -2.321
fin_crit_ns = 1.153
skew_ns = 0.01197
worst_slack_ns = -0.1526
clock.fmax_ghz = 0.8676
finalMaxSlewViolations = 0
relSlewSlack_pct = 87.51
setup_viol = 16
period_used_pct = 115.3
rsz0062_at_grt = yes

[yosys]
syn_area_per_cell_um2 = 28.70
ff_type = edfxtp_1
ys_ff = 256
ys_seq_share_pct = 98.46
yosysWarnings = 2
netlist_area_mm2 = 0.007807
yosys-stat-area_mm2 = 0.007807
synthCells = 272
yosysCellCount = 272
edf_count = 256
async_reset_ff_share_pct = 0
top_cells_by_area = edfxtp_1, buf_4
yosys.area.top_type = edfxtp_1
common_cells = edfxtp_1, buf_4
top_area_share_pct = 98.46
synth.most_common_cell = edfxtp_1
synth.distinct_cells = 2

[placement]
place_inst = 632
place.gp.congestion = 0.6911
port_buffers = 33
place_hpwl_um = 2783

[worst_setup_path]
cp_top_family = flip-flops
cp.arrival_ns = 0.95
end_kind = primary output
path_cells = buf_2
setup.worst_path.start_class = flop
crit_type = flop to primary output
cpPeakStageDelay_ns = 0.36
crit_fanout = 1
crit_slowest_cell = edfxtp_1
cp_num_buf_inv = 1
cp.required_ns = 0.80

[routing]
wirelength_um = 5995
n_antenna_cell = 0
drtIter0Drc = 198
route.detailed.drc = 0
vias = 2425
postRouteAntennaNets = 0
routedWlPerCell_um = 8.908
vias_per_cell = 3.603
dr.pass1.iters = 6

[global_routing]
grt_pass1_wl_um = 9715
use_met2_pct = 7.126
antenna_found_initial = 0
grt-ovfl-total = 0
grt_pass1_vias = 2245
grt_use_met1_pct = 6.225
grt_max_degree = 38
gr-max-usage-layer = met2
track_usage_pct = 4.748
grt.met3_usage_pct = 2.276

[job]
tool_warnings = 27
drv_cap = 0

[pwr]
power_leakage_nw = 3.104
ir_drop_uv = 1790
p_per_area_mw_per_mm2 = 2335

[hold_path]
hp-class = input port to flop

[run_status]
violations = setup timing
status = complete, but fails checks

==> where the power goes <==
| part | switching, W | internal [W] | leakage (nW) | total, W |
|---|---|---|---|---|
| logic | 0.000204 | 0.000145 | 0.223 | 0.000348 |
| registers | 0.000113 | 0.0125 | 2.51 | 0.0126 |
| clock network | 0.00349 | 0.00526 | 0.376 | 0.00874 |
| total | 0.00381 | 0.0179 | 3.10 | 0.0217 |
==> area by class of cell <==
type / instances / area (µm²)
Fill cell: 2257 / 16020
Sequential cell: 256 / 7687
Clock buffer: 24 / 579.3
Timing Repair Buffer: 46 / 427.9
Tap cell: 330 / 412.9
Clock inverter: 17 / 195.2
==> through the flow <==
stage	util, %	instance area (µm²)	setup slack, ns	total power, W
6_report	36.73	9303	-0.1526	0.02172
5_1_grt	36.73	9303	-0.2234	0.02259
4_1_cts	36.73	9303	-0.1921	0.02206
3_5_place_dp	33.99	8608	0.03732	0.01325
3_3_place_gp	33.99	8608	0.04525	0.01322
2_1_floorplan	-	7807	0.3461	0.01288
==> cell usage in the layout, fill, tap and decap left out, drive strengths merged <==
master	instances
edfxtp	256
buf	30
clkinv	11
clkinvlp	2
clkdlybuf4s50	16
bufinv	4
clkbuf	24
==> logic make-up after synthesis <==
kind of cell           Yosys count  share of synthesized area [%]
buffers and inverters           16                          1.539
DFF                            256                          98.46
==> path summary, 6_finish.rpt <==
| path | startpoint | to | slack [ns] | cells after the start |
|---|---|---|---|---|
| max reg2reg | shift_reg[2][13] | shift_reg[2][14] | 0.37 | 0 |
| max | shift_reg[14][15] | o_data_out[14] | -0.15 | 1 |
| min reg2reg | shift_reg[14][0] | shift_reg[14][1] | 0.41 | 0 |
| min | i_shift_en | shift_reg[15][1] | 0.04 | 1 |
==> timing repair <==
action / in CTS / in global routing
gates cloned: 0 / 0
setup buffers: 0 / 0
endpoints found under the setup margin: 16 / 16
pin swaps: 0 / 0
resized: 48 / 0
==> layer usage <==
metal | share of wire, % | vias to the layer above
met5 | 0 | -
met4 | 3.1 | 0
met3 | 9.4 | 22
met2 | 46 | 75
met1 | 41 | 1134
li1 | - | 1194
Power figures rest on the tool's default switching activity, not on a simulated workload.
